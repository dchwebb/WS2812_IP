### /design/flow/config.mk
export PLATFORM = sky130hd
export DESIGN_NAME = WS2812_module
export DESIGN_NICKNAME = WS2812_module
export VERILOG_FILES = /design/flow/design.v
export SDC_FILE = /design/flow/constraint.sdc
export NUM_CORES = 4
export LEC_CHECK = 1
export CORE_UTILIZATION = 40
### /design/flow/constraint.sdc
current_design WS2812_module

set clk_period 7.5
set clk_io_pct 0.2

create_clock -name clk0 -period $clk_period [get_ports {clk_i}]

set non_clock_inputs [all_inputs -no_clocks]
set_input_delay [expr $clk_period * $clk_io_pct] -clock clk0 $non_clock_inputs
set_output_delay [expr $clk_period * $clk_io_pct] -clock clk0 [all_outputs]
### /design/flow/design.v
module WS2812_module #(
	parameter FAMILY          = "LIFCL",
	parameter LED_COUNT       = 3,
	parameter CLOCK_FREQUENCY = 38000000
)
(
	input wire				clk_i,
	input wire				resetn_i,
	output reg				led_ctl_o,					 
	output reg				int_o,						 
	output wire				debug_o,
	input wire				apb_penable_i,				 
	input wire				apb_psel_i,					 
	input wire				apb_pwrite_i,				 
	input wire [5:0]  	apb_paddr_i,
	input wire [31:0]	apb_pwdata_i,
	output reg [31:0]	apb_prdata_o,
	output reg				apb_pslverr_o,				 
	output reg				apb_pready_o
);
reg [7:0]  led_number;									 
reg [23:0] led_colour[LED_COUNT - 1:0];			 
reg         auto_send;
reg         int_enable;
reg         trigger_transmit;
reg         led_sending = 1'b0;
reg [8:0]  clk_counter;
reg [8:0]  led_counter;
reg [8:0]  led_bit_counter;
reg [8:0]  clock_counter;
localparam STATUS_REG    = 6'h0;		 
localparam CONTROL_REG   = 6'h4;		 
localparam COLOUR_WR_REG = 6'h8;		 
localparam COLOUR_RD_REG = 6'hC;		 
localparam [8:0] CLOCK_DIVIDER = CLOCK_FREQUENCY / 2380000;
reg [1:0] SM_APB;
localparam sm_idle   = 2'b00;
localparam sm_access = 2'b01;
always @(posedge clk_i or negedge resetn_i) begin
	if (~resetn_i) begin
		SM_APB <= sm_idle;
		apb_prdata_o     <= 32'b0;
		apb_pready_o     <= 1'b0;
		apb_pslverr_o    <= 1'b0;
		auto_send        <= 1'b1;
		int_enable       <= 1'b0;
		trigger_transmit <= 1'b0;
		led_number       <= 8'h0;
	end
	else begin
		case (SM_APB)
			sm_idle:
				begin
					if (led_sending)
						trigger_transmit <= 1'b0;
					if (apb_psel_i && apb_penable_i) begin
						SM_APB <= sm_access;
						apb_pready_o <= 1'b1;
						if (apb_pwrite_i) begin
							case (apb_paddr_i)
								STATUS_REG:
									apb_pslverr_o <= 1'b1;														 
								CONTROL_REG:
									begin
										auto_send <= apb_pwdata_i[0];
										int_enable <= apb_pwdata_i[2];
										if (apb_pwdata_i[1])
											trigger_transmit <= 1'b1;
									end
								COLOUR_WR_REG:
									begin
										trigger_transmit <= auto_send;										 
										led_colour[apb_pwdata_i[31:24]] <= apb_pwdata_i[23:0];		 
									end
								COLOUR_RD_REG:
									led_number <= apb_pwdata_i[31:24];										 
							endcase
						end
						else begin
							case (apb_paddr_i)
								STATUS_REG:
									apb_prdata_o  <= {31'b0, led_sending};
								CONTROL_REG:
									apb_prdata_o  <= 32'b0 | (int_enable << 2) | (auto_send << 0);
								COLOUR_WR_REG:
									apb_pslverr_o <= 1'b1;														 
								COLOUR_RD_REG:
									apb_prdata_o  <= {led_number, led_colour[led_number]};			 
							endcase
						end			
					end
				end
			sm_access:
				begin
					apb_pslverr_o <= 1'b0;
					apb_pready_o <= 1'b0;
					SM_APB <= sm_idle;
				end
		endcase
	end
end
reg [2:0] SM_Led;
localparam sm_led_idle   = 3'b000;
localparam sm_led_phase1 = 3'b001;			 
localparam sm_led_phase2 = 3'b010;			 
localparam sm_led_phase3 = 3'b011;			 
localparam sm_led_reset  = 3'b100;			 
always @(posedge clk_i or negedge resetn_i) begin
	if (~resetn_i) begin
		led_ctl_o <= 1'b0;
		led_counter <= 8'b0;
		led_bit_counter <= 8'b0;
		clock_counter <= CLOCK_DIVIDER;
		int_o <= 1'b0;
		led_sending <= 1'b0;
		SM_Led <= sm_led_idle;
	end
	else begin
		int_o <= 1'b0;				 
		if (SM_Led == sm_led_idle && trigger_transmit) begin
			led_bit_counter <= 8'd23;
			led_counter <= 8'b0;
			led_ctl_o <= 1'b1;
			SM_Led <= sm_led_phase2;
			clock_counter <= CLOCK_DIVIDER;
			led_sending <= 1'b1;
		end
		else
			if (led_sending) begin
				if (clock_counter == 8'h0) begin
					clock_counter <= CLOCK_DIVIDER;
					case (SM_Led)
						sm_led_phase1:
							begin
								led_ctl_o <= 1'b1;
								SM_Led <= sm_led_phase2;
							end
						sm_led_phase2:
							begin
								led_ctl_o <= led_colour[led_counter][led_bit_counter];		 
								led_bit_counter <= led_bit_counter - 8'b1;
								SM_Led <= sm_led_phase3;
								if (led_bit_counter <= 8'h0) begin
									if (led_counter == LED_COUNT - 1'b1) begin					 
										SM_Led <= sm_led_reset;
									end
									else begin
										led_bit_counter <= 8'd23;
										led_counter <= led_counter + 8'b1;							 
									end
								end
							end
						sm_led_phase3:
							begin
								led_ctl_o <= 1'b0;
								SM_Led <= sm_led_phase1;
							end
						sm_led_reset:
							begin
								led_ctl_o <= 1'b0;
								led_counter <= led_counter + 1'b1;
								if (led_counter == 250) begin										 
									led_sending <= 1'b0;
									int_o <= int_enable;													 
									SM_Led <= sm_led_idle;
								end
							end
					endcase
				end
				else begin
					clock_counter <= clock_counter - 8'h1;			
				end
			end
	end
end
assign debug_o = auto_send;
endmodule
### /design/flow/run.sh
#!/bin/bash
# OpenROAD 26Q1-2900-gdf79404cd8, Yosys 0.63+post, stock flow scripts
make -C /OpenROAD-flow-scripts/flow DESIGN_CONFIG=/design/flow/config.mk WORK_HOME=/design/flow/orfs finish
==> run summary <==
fresh numbers from the pnr run: cts repair resizes=0, fin cells=902, CP max FO=24, CTS tree=built, Vias per Instance=between 5 and 6, Final ANT Viol Nets=0, crit-path cells=clkdlybuf4s50_1 > or4_1 > nor2_1 > nand3_1 > nor3b_2 > buf_4, Hold Crit Class=register to register, grt total ovfl=0, dpl cell area=roughly 8000 µm², synthesized area=~7000 µm², Startpoint Class=input port, Core Box Area=between 15000 and 20000 µm², register area=approximately 4200 µm², GPL Wtd Cong=0.8245, highest clock rate=299.4 MHz, worst setup path class=input port to register, first-pass GRT wire length=between 20000 and 30000 µm, Ports=80, largest net degree at the start of global routing=between 60 and 70, Max Cap Violations=0, fp util=between 40% and 50%, post-DR wirelength/cell=between 15 and 20 µm, Final Hold Fails=0, chip width=134.1 µm, longest individual stage delay on the worst path=a little under 0.6 ns, Data arrival, critical path=3.42 ns, Yosys top cell by area=edfxtp_1, worst endpoint required time=between 7 and 8 ns, Via Count=between 4000 and 5000, Peak VDD IR=around 0.16 mV, first-pass detailed-route iteration total=5, Seq share, synth=60.54%, cell count after synthesis=~600, # diodes=0, CP startpoint=apb_paddr_i[5], worst rel slew slack=~45%, # Cells Yosys=slightly below 600, number of enable flip-flop cells=just over 70, Slew @ Worst Pin=a little over 0.8 ns, Max Transition Viols Final=0, placed instance count=870, ys flop type=dfrtp_1, setup_tns=0 ns, Unique cell types=55, Setup WS post-layout=about 4.2 ns, setup violators final=0, Clock Tree Buf Depth=2, clock latency (worst-skew pair)=approximately 0.42 ns, CTS sink cnt=154, Critical path buffers and inverters=2, drt drc=0, pwr dens=~210 nW/µm², final instance area=around 8600 µm², fraction of layout cells with a size suffix above 1=between 10% and 20%, fillers=1454, H-Tree Level Count=4, status=finished clean, IO buf count=roughly 79, top area contributor share=31.00%, Tmin final=around 3.3 ns, height of the die=about 130 µm, origin of the critical flop-to-flop path=led_counter[0]$_DFFE_PN0P_, total CTS buffers=17, gr usage total=approximately a fifth, ys async rst share=53.25%, Avg Inst Size Synth=11.72 µm², Hold Startpoint=led_number[2]$_DFFE_PN0P_, Area Growth Syn to Fin=23.16%, iteration-0 DRC count of the detailed router=223, Critical Path End Type=register, vias in the first global route=a little over 5000, DP Wirelength=10580 µm, # Post-CTS Setup Buffers=0, worst clock skew=~0.012 ns, total leakage power=between 3 and 4 nW, initial antenna violation count=0, commonest cells in the netlist=dfrtp_1 (75), edfxtp_1 (72), nand2_1 (66), a22oi_1 (45), o21ai_0 (38), Log Warnings=28, Post-CTS Hold Buffers=0, clock-pin slew on the worst setup and hold paths=0.06 ns, Row Count=between 40 and 50, yosys synthesis chip area=about 7000 µm², dpl ws=~3.7 ns, most common cell in the synthesized netlist=dfrtp_1, synth warn=2, critical path's slowest cell=or4_1, clock root cell=clkbuf_16, Min Hold Slack=0.4894 ns, final WL=16130 µm, Logic cell area=between 2000 and 3000 µm², crit-path leading delay family=simple AND/OR/NAND/NOR gates, Die Size=~18000 µm², fin crit share=between 40% and 50%, Seq cells post-synth=roughly 150, RSZ-0062 raised after global routing=false, top cells by area=edfxtp_1 (31%), dfrtp_1 (27%), a22oi_1 (4.8%)
[metrics by stage]
stage | total power [mW] | util, %
floorplan | 0.9305 | -
global placement | 0.9764 | 47.59
detailed placement | 0.9774 | 47.59
CTS | 1.807 | 51.08
global route | 1.849 | 51.08
finish | 1.789 | 51.08
[placed cells by master, fill, tap and decap left out, types with 6 or more instances in the layout]
cell,count
dfrtp_1,75
clkbuf_16,19
edfxtp_1,72
o31ai_1,7
o21ai_0,38
mux2_2,14
a22oi_1,45
nand4_1,6
nand2_1,66
nor2_1,32
inv_1,15
a22o_1,31
xnor2_1,6
a21oi_1,25
ha_1,7
clkdlybuf4s50_1,78
buf_4,13
a211oi_1,7
dfstp_2,7
xor2_1,6
nor3_1,8
nand3_1,10
mux2i_1,16
[layout make-up]
class | count | area share [%]
clock buffers | 22 | 5.899
inverters | 15 | 0.6554
flip-flops and latches | 154 | 49.16
clock inverters | 10 | 0.9321
well taps | 220 | 3.204
repair buffers | 91 | 10.22
multi-input cells | 390 | 29.93
[flip-flops by register name, indices dropped and copies added (netlist names), 2 cells and up]
| register | count |
|---|---|
| SM_APB | 2 |
| SM_Led | 5 |
| apb_prdata_o | 32 |
| clock_counter | 9 |
| led_bit_counter | 9 |
| led_colour | 72 |
| led_counter | 9 |
| led_number | 8 |
[cell families after synthesis]
group	share of synthesized area, %
mux	4.556
simple gates	11.25
flops	60.54
xor+xnor	1.507
compound gates	18.05
buf+inv	2.852
fa+ha+maj	1.256
[final timing paths]
path,to,slack [ns],depth (start not counted)
setup / recovery,led_colour[1][5]$_DFFE_PP_,4.16,6
hold / removal,apb_prdata_o[26]$_DFFE_PN0P_,0.49,1
setup reg to reg,led_ctl_o$_DFFE_PN0P_,4.21,7
hold reg to reg,apb_prdata_o[26]$_DFFE_PN0P_,0.49,1
max in group asynchronous,led_number[5]$_DFFE_PN0P_,5.47,2
min in group asynchronous,apb_pslverr_o$_DFFE_PN0P_,0.97,1
[routing by layer]
layer	global-route usage [%]	part of all wire, %	up-vias
met4	1.810	0.88	0
li1	-	-	2395
met2	31.26	49	127
met5	0	0	-
met3	5.787	5.6	9
met1	30.04	45	2443
[power by group]
group	switching (mW)	internal (mW)
logic	0.0349	0.0320
clock network	0.345	0.485
registers	0.00317	0.889
[worst reg2reg max path: cells and delay by family, from the launching register on]
kind                     cells  cell delay, ns
AND-OR/OR-AND                4            1.28
AND/OR/NAND/NOR              1            0.74
adder cells (fa/ha/maj)      1            0.58
flip-flops                   1            0.46
buffers and inverters        1            0.07
Power and IR drop assume default switching activity.
